### design/flow/config.mk
export PLATFORM = sky130hd
export DESIGN_NAME = baud_rate_gen
export DESIGN_NICKNAME = baud_rate_gen
export VERILOG_FILES = /design/flow/design.v
export SDC_FILE = /design/flow/constraint.sdc
export NUM_CORES = 4
export LEC_CHECK = 1
export CORE_AREA = 10 10 82 82
export DIE_AREA = 0 0 92 92
### design/flow/constraint.sdc
current_design baud_rate_gen

set clk_period 3.4
set clk_io_pct 0.2

create_clock -name clk0 -period $clk_period [get_ports {i_Clk}]

set non_clock_inputs [all_inputs -no_clocks]
set_input_delay [expr $clk_period * $clk_io_pct] -clock clk0 $non_clock_inputs
set_output_delay [expr $clk_period * $clk_io_pct] -clock clk0 [all_outputs]
### design/flow/design.v
module baud_rate_gen #(
    parameter Clock_rate = 100000000,  
    parameter Baud_rate = 9600  
)
(
    input wire i_Clk,
    output reg rx_Clk,
    output reg tx_Clk
);
    parameter MAX_RX = Clock_rate / (2 * Baud_rate * 16);
    parameter MAX_TX = Clock_rate / (2 * Baud_rate);
    parameter RX_CNT_WIDTH = $clog2(MAX_RX);
    parameter TX_CNT_WIDTH = $clog2(MAX_TX);
    reg [RX_CNT_WIDTH - 1:0] rxCounter = 0;  
    reg [TX_CNT_WIDTH - 1:0] txCounter = 0;
    initial begin
        rx_Clk = 1'b0;
        tx_Clk = 1'b0;
    end
    always @(posedge i_Clk)
    begin
        if(rxCounter == MAX_RX[RX_CNT_WIDTH - 1:0]) begin
            rxCounter <= 0;
            rx_Clk <= ~rx_Clk;
        end else begin
            rxCounter <= rxCounter + 1'b1;
        end
        if(txCounter == MAX_TX[TX_CNT_WIDTH - 1:0]) begin
            txCounter <=0;
            tx_Clk <= ~tx_Clk;
        end else begin
            txCounter <= txCounter + 1'b1;
        end
    end
endmodule
### design/flow/run.sh
#!/bin/bash
# OpenROAD 26Q1-2900-gdf79404cd8, Yosys 0.63+post, stock flow scripts
make -C /OpenROAD-flow-scripts/flow DESIGN_CONFIG=/design/flow/config.mk WORK_HOME=/design/flow/orfs finish
==> out/metrics.csv <==
metric,value,unit
height of the die,92,um
"Req. time, crit path",3310,ps
Max Cap Violations,0,
Cell area leaders,"dfxtp_1 (41%), xnor2_1 (6.6%), edfxtp_1 (5.7%)",
die area,8460,um2
maximum VDD drop,0.197,mV
RSZ-0062 raised after global routing,false,
vias,736,
PD cells,373,nW/um2
Critical Path Sink Type,register,
WL/cell,8.80,um
vias in the first global route,758,
# Cells Yosys,109,
global route overflow,0,
"Endpoint, Worst Hold",txCounter[0],
reg2reg end,tx_Clk,
met2 WL post-DR,670,um
die width,92,um
cell family with most CP delay,simple AND/OR/NAND/NOR gates,
Register Area,500,um2
first-pass GRT wire length,3020,um
DP Cell Count,180,
Worst Path Buf+Inv,1,
fill count,575,
Hold WC Path Type,reg -> reg,
DP HPWL,1160,um
Routed Antenna Nets,0,
Synth-to-Final Area Change,13.3,%
warning total across the stage logs,27,
logic area,520,um2
Root Buffer,clkbuf_8,
wl on met1,872,um
Mapped Cells,109,
Unique cell types,31,
status,"finished, final reports clean",
CTS Hold Bufs,0,
Core ar.,5070,um2
post-synth top area cell,dfxtp_1,
H-tree levels,1,
Skew-Pair Late Insertion Delay,260,ps
LEAKAGE,0.426,nW
min Tclk post-route,1840,ps
syn_area_per_cell,9.75,um2
largest net degree at the start of global routing,14,
area reported by Yosys stat,1060,um2
critical path peak fanout,8,
fin util,23.7,%
Hold Startpoint,txCounter[0],
clk sinks,24,
CTS tree,built,
post-CTS sizing,0,
CP Launch Type,register,
Routability Congestion,0.808,
DRC,0,
I/O Buffers,2,
max-slew violations,0,
max incr delay on CP,470,ps
worst relative slew slack,69.2,%
FP Core Util,20.9,%
Setup CP Type,reg -> reg,
max frequency,544,MHz
hold depth,1,
Setup TNS,0,ps
clock skew,2.58,ps
flop-to-flop setup slack,1560,ps
final worst-path cycle share,54.0,%
highest routed layer,met4,
mapped cell area,1060,um2
total wire length,1620,um
Clock Path Buffers,2,
"Seq share, synth",47.1,%
WL met3,54,um
post-CTS setup buffers,0,
row count,26,
detailed router's first-iteration violation count,14,
worst-margin pin slew,458,ps
post-route non-filler standard cell count,184,
Final Hold Viols,0,
Post-synth regs,24,
crit-path cells,inv_1 -> ha_1 -> or4b_4 -> nor4_4,
Critical-path top delay cell,or4b_4,
first-pass iteration count of the detailed router,4,
final setup fails,0,
synth warn,1,
diode count,0,
clock transition at the registers of the reported paths,80,ps
# IOs,3,
slack of the critical path,1560,ps
initial antenna violation count,0,
Via density,4.00,
GRT Util Overall,4.08,%
Max-area cell share,41.5,%
CP arrival,1750,ps
Worst Setup Slack post-DPL,1540,ps
total CTS buffers,3,
r2r startpoint,txCounter[0],
share of layout cells above drive strength 1,5.26,%
R2R cell count,4,
[cell families after synthesis]
logic type                 count (synthesis)  synth area share [%]
and+or+nand+nor                           49                  27.2
DFF                                       24                  47.1
xor gates and xnor gates                  13                  10.7
AOI/OAI and AO/OA                          9                  5.42
buffers and inverters                      9                  3.89
adders and majority gates                  4                  4.71
muxes                                      1                 0.942
[sequential cells by signal, summed over array words and instances, names as in the netlist]
| signal | count |
|---|---|
| rx_Clk | 1 |
| rxCounter | 9 |
| tx_Clk | 1 |
| txCounter | 13 |
[cell usage after synthesis]
library cell / count
dfxtp_1: 22
nor2_1: 11
inv_1: 8
xnor2_1: 8
nand2_1: 7
nand3_1: 6
nand4_1: 5
xor2_1: 5
ha_1: 4
nor3_1: 3
a21oi_1: 2
and3_1: 2
edfxtp_1: 2
nor2b_1: 2
nor4_1: 2
o21ai_0: 2
o31ai_1: 2
or3_1: 2
or4_1: 2
a31oi_1: 1
and2_1: 1
buf_6: 1
mux2i_1: 1
nand4b_1: 1
nand4bb_1: 1
nor4_4: 1
nor4b_1: 1
o21bai_1: 1
o221ai_1: 1
or4b_2: 1
or4b_4: 1
[worst reg2reg max path: cells and delay by family (launching register included)]
kind | cells | cell delay, ps
buffers and inverters | 1 | 60
adders and majority gates | 1 | 150
DFF | 1 | 340
and+or+nand+nor | 2 | 940
[worst max-delay path by stage]
stage,start,cells past startpoint,slack [ps],to
after global routing,txCounter[0],4,1490,tx_Clk
final,txCounter[0],4,1560,tx_Clk
after CTS,txCounter[0],4,1530,tx_Clk
[power by group]
group	internal [mW]	leakage (nW)	switching (mW)	total (mW)
logic	0	0.203	0	0.000000203
registers	0.284	0.200	0	0.284
clock network	0.0805	0.0231	0.0846	0.165
total	0.365	0.426	0.0846	0.449
[metrics by stage]
step	total power, mW	cell area, um2	hold slack, ps
after floorplan	0.291	1060	430
after global placement	0.291	1160	452
after detailed placement	0.291	1160	453
after CTS	0.460	1200	477
after global routing	0.471	1200	505
final	0.449	1200	469
[cells in the final DEF, fill, tap and decap left out, drive strengths merged, types with 3 or more instances in the layout]
cell type,synthesis,final
dfxtp,22,22
nor2,11,11
inv,8,8
xnor2,8,8
nand2,7,7
nand3,6,6
nand4,5,5
xor2,5,5
ha,4,4
nor3,3,3
clkbuf,0,3
nor4,3,3
[final cells by class]
class | count | share of cell area [%]
timing repair buffer | 2 | 1.66
clock inverter | 1 | 0.312
tap | 70 | 7.28
clock buffer | 3 | 3.43
sequential | 24 | 41.6
inverter | 8 | 2.49
multi-input combinational | 76 | 43.2
[metal layers]
metal  GRT usage, %  vias up
met5              0        -
met4          0.771        0
met3           1.15        2
met2           6.53        4
met1           5.43      335
li1               -      395
Power figures rest on the tool's default switching activity, not on a simulated workload.
