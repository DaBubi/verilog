<file path="flow/design.v">
module rx(
    input wire      rx_Clk,  
    input wire      i_RX_serial,  
    input wire      enable,  
    output reg      o_RX_valid,  
    output reg  [9:0]o_RX_byte,  
    output reg  [2:0]error  
);
reg [2:0] RESET = 3'b000;
reg [2:0] IDLE = 3'b001;
reg [2:0] START_BIT = 3'b010;
reg [2:0] DATA_BITS = 3'b011;
reg [2:0] STOP_BIT = 3'b100;
reg [1:0] input_negedge = 2'b0;  
reg [3:0] bit_counter = 4'b0; 
reg [3:0] oversample_counter = 4'b0;  
reg [9:0] o_RX_buffer = 10'b0;  
reg [2:0] state;
initial begin
  	state = IDLE;
    o_RX_byte = 10'b0;
    o_RX_valid = 1'b0;
    error = 3'b000;  
end
always @(posedge rx_Clk)
begin
    input_negedge <= {input_negedge[0], i_RX_serial};
    if(!enable) begin
        state <= RESET;  
    end
    case (state)
        RESET: begin
            o_RX_buffer <= 10'b0;
            o_RX_valid <= 1'b0;
            error <= 3'b000;
            bit_counter <= 4'b0000;
            oversample_counter <= 4'b0000;
            if (enable) begin
                state <= IDLE;
            end
        end
        IDLE: begin
            if (input_negedge == 2'b10) begin
                state <= START_BIT;
              	oversample_counter <= 4'b0;
            end
        end
        START_BIT:  begin
          if (oversample_counter == 4'b1000) begin
              if (i_RX_serial == 1'b0) begin
					state <= DATA_BITS;
                	bit_counter <= 4'b0;
                	oversample_counter <= 4'b0;
                	o_RX_buffer <= {o_RX_buffer[9:1], i_RX_serial};
              end else begin
                	state <= RESET;
                	error <= 3'b001;
              end
            end else begin
              oversample_counter <= oversample_counter + 4'b0001;
            end
        end
        DATA_BITS: begin
            if (oversample_counter == 4'b1000 & bit_counter == 4'b1000) begin
                state <= STOP_BIT;
                o_RX_buffer <= {o_RX_buffer[9:1], i_RX_serial};
                bit_counter <= bit_counter + 4'b0001;
                oversample_counter <= 4'b0000;
            end
            else if (oversample_counter == 4'b1000) begin
                o_RX_buffer <= {o_RX_buffer[9:1], i_RX_serial};
                bit_counter <= bit_counter + 4'b0001;
                oversample_counter <= 4'b0000;
            end else begin
                oversample_counter <= oversample_counter + 4'b0001;
            end
        end
        STOP_BIT: begin
            if (oversample_counter == 4'b1000 & bit_counter == 4'b1001 & i_RX_serial == 1'b1 & o_RX_buffer[8] == 0) begin
                state <= RESET;
                o_RX_byte <= o_RX_buffer;
              	o_RX_valid <= 1'b1;
            end
            else if (bit_counter != 4'b1001)begin
                state <= RESET;
                error <= 3'b010;
            end
            else if (oversample_counter == 4'b1000 & (i_RX_serial != 1'b1 | o_RX_buffer[8] != 1'b0)) begin
                state <= RESET;
                error <= 3'b100;
            end
        end
    endcase
end
endmodule
</file>
<file path="flow/run.sh">
#!/bin/bash
# OpenROAD 26Q1-2900-gdf79404cd8, Yosys 0.63+post, stock flow scripts
make -C /OpenROAD-flow-scripts/flow DESIGN_CONFIG=/design/flow/config.mk WORK_HOME=/design/flow/orfs finish
</file>
<file path="flow/constraint.sdc">
current_design rx

set clk_period 5.1
set clk_io_pct 0.2

create_clock -name clk0 -period $clk_period [get_ports {rx_Clk}]

set non_clock_inputs [all_inputs -no_clocks]
set_input_delay [expr $clk_period * $clk_io_pct] -clock clk0 $non_clock_inputs
set_output_delay [expr $clk_period * $clk_io_pct] -clock clk0 [all_outputs]
</file>
<file path="flow/config.mk">
export PLATFORM = sky130hd
export DESIGN_NAME = rx
export DESIGN_NICKNAME = rx
export VERILOG_FILES = /design/flow/design.v
export SDC_FILE = /design/flow/constraint.sdc
export NUM_CORES = 4
export LEC_CHECK = 1
export CORE_AREA = 10 10 90 90
export DIE_AREA = 0 0 100 100
export SYNTH_HDL_FRONTEND = slang
</file>
==> results_slide.txt <==
Run Summary

Routing
  – Routed Antenna Nets: 0
  – Via density per instance: 4.10
  – Initial drt markers: 46
  – Routed WL: 2200 um
  – Pre-antenna DRT Iters: 4
  – Ant. Diodes: 0
  – Routed via count: 849
  – Routed WL per cell: 10.6 um
  – DRC: 0

Timing
  – RSZ-0062 raised after global routing: false
  – Worst slew pin tran: 0.582 ns
  – Final hold vios: 0
  – Fmax: 0.443 GHz
  – Rel. slew slack: 61.1%
  – Max-slew violation count: 0
  – Setup Skew: 0.00218 ns
  – Setup_tns: 0 ns
  – Min Tclk post-route: 2.26 ns
  – Final setup vio count: 0
  – Final period util: 44.3%

Power
  – Net Switching: 0.000120 W
  – Leakage power: 0.460 nW
  – PD cells: 316 nW/um^2
  – Logic pwr share: 20.3%
  – Clock power frac: 26.6%
  – Pint: 0.000276 W
  – Net Sw Frac: 30.3%
  – Register share of total power: 53.2%
  – Peak supply drop: 0.249 mV

Worst setup path
  – Crit path arrival time: 2.38 ns
  – R2R Setup Slk: 3.34 ns
  – Reg2reg start: oversample_counter[0]$_SDFFE_PP0P_
  – CP bufs+invs: 1
  – Crit Path Class: in -> reg
  – R2R depth: 6
  – WP data required: 5.23 ns
  – CP startpoint kind: primary input
  – Crit path max fanout: 9
  – Worst r2r dst: oversample_counter[3]$_SDFFE_PP0P_
  – Slowest stage delay, CP: 0.60 ns
  – Crit-path leading delay family: buffers and inverters
  – CP max stage cell: clkdlybuf4s50_1
  – Critical path endpoint category: flop
  – Crit-path cells: clkdlybuf4s50_1 -> and4bb_1 -> nand2_1 -> a32oi_1 -> nor2_1

Die
  – Die area: 10000 sq um
  – Die X: 100 um
  – # IOs: 17
  – Row cnt: 29
  – Initial Util: 17.6%
  – Std-Cell Core Area: 6280 sq um
  – Die height: 100 um

Status
  – Status: completed

Synthesis
  – Async S/R FF share, synth: 0%
  – Synth area leaders: dfxtp_1, buf_4, ha_1
  – Post-synth top area cell: dfxtp_1
  – Mapped Cells: 125
  – # Cells Yosys: 125
  – Synth Seq Share: 39.0%
  – Synthesis area per yosys: 1100 sq um
  – Cell Type Count: 40
  – Seq cells post-synth: 21
  – Syn Area/Cell: 8.84 sq um
  – Ys flop type: dfxtp_1
  – Flip-flops with a built-in enable: 1
  – Commonest cells in the netlist: dfxtp_1, nand2_1, nor2_1
  – Synth top cell by count: dfxtp_1
  – Max-area cell share: 36.2%
  – Mapped cell area: 1100 sq um
  – Ys Warns: 0

Finish
  – Layout cells sized above 1: 6.15%
  – Area Growth Syn to Fin: 13.1%
  – Finished Cell Area: 1250 sq um

Hold path
  – WHS Endpoint: input_negedge[1]$_DFF_P_
  – Hold depth: 0
  – Worst hold path type: reg -> reg
  – Worst hold path startpoint: input_negedge[0]$_DFF_P_

Clocking
  – Number of H-tree levels: 1
  – Post-CTS setup buffer count: 0
  – TritonCTS clock tree: yes
  – Clk slew on worst S/H paths: 0.07 ns
  – Root buf cell: clkbuf_8
  – Clock Sinks: 21
  – Resized Gates After CTS: 0
  – CTS buffer count: 3
  – CTS Hold Bufs: 0
  – Clk latency late pin: 0.25 ns
  – Worst-case clock buffer depth: 2

GRT
  – Largest net degree at the start of global routing: 18
  – GRT overflow: 0
  – Initial antenna violation count: 0
  – Vias in the first global route: 772
  – First-pass GRT wire length: 3610 um
  – Tot GR Track Use: 4.27%

Place
  – Global placement routability congestion: 0.847
  – Cell Area, Placed: 1200 sq um
  – Count of buffers from port buffering: 7
  – Detailed Place HPWL: 1680 um

Job
  – Max-Cap Viols: 0
  – Number of logged tool warnings: 28
[power groups by stage]
stage | Clock (W) | Sequential, W | Combinational (W)
after CTS | 0.000110 | 0.000210 | 0.0000804
after global routing | 0.000116 | 0.000214 | 0.0000924
final | 0.000105 | 0.000210 | 0.0000801
[metrics by stage]
| stage | total power, W | worst slack [ns] | cells | util [%] | hold WS, ns |
|---|---|---|---|---|---|
| 2_1_floorplan | 0.000280 | 3.21 | 133 | - | 0.335 |
| 3_3_place_gp | 0.000294 | 2.62 | 203 | 19.2 | 0.354 |
| 3_5_place_dp | 0.000294 | 2.60 | 203 | 19.2 | 0.355 |
| 4_1_cts | 0.000400 | 2.88 | 207 | 19.9 | 0.365 |
| 5_1_grt | 0.000422 | 2.76 | 207 | 19.9 | 0.382 |
| 6_report | 0.000395 | 2.84 | 207 | 19.9 | 0.360 |
[worst max-delay path by stage]
stage | startpoint | end | cells past startpoint
finish | i_RX_serial | error[1]$_SDFFE_PP0P_ | 5
global route | i_RX_serial | bit_counter[3]$_SDFFE_PP0P_ | 4
CTS | i_RX_serial | error[1]$_SDFFE_PP0P_ | 5
[cells in the final DEF (no fill, tap or decap), types with 4 or more instances in the layout]
cell,Yosys,final
conb_1,1,9
inv_1,5,5
nor2_1,10,10
nor3_1,7,7
nand3_1,6,6
ha_1,5,5
nand4_1,4,4
nand2_1,11,11
dfxtp_1,20,20
clkdlybuf4s50_1,0,7
[kinds of logic after synthesis]
logic type | count (synthesis) | synth area share, %
AOI/OAI and AO/OA | 19 | 13.0
xor gates and xnor gates | 3 | 2.38
adders and majority gates | 5 | 5.66
buffers and inverters | 19 | 10.4
DFF | 21 | 39.0
other | 1 | 0.339
and+or+nand+nor | 57 | 29.2
[sequential cells by signal (all words and copies together), names as in the netlist]
name	cells
o_RX_valid	1
error	3
o_RX_byte	1
oversample_counter	4
state	5
input_negedge	2
o_RX_buffer	1
bit_counter	4
[routing by layer]
| layer | track usage [%] | vias to the layer above | share of wire, % |
|---|---|---|---|
| met4 | 0.543 | 0 | 1.7 |
| met1 | 6.63 | 385 | 56 |
| met3 | 1.25 | 2 | 4.3 |
| li1 | - | 435 | - |
| met2 | 5.82 | 27 | 38 |
| met5 | 0 | - | 0 |
[area by class of cell]
class                           count  area [sq um]
Tap cell                           77          96.3
Multi-Input combinational cell     93           589
Sequential cell                    21           430
Inverter                            5          18.8
Timing Repair Buffer                7          70.1
Fill cell                         693          5030
Clock buffer                        4          45.0
Power figures rest on the tool's default switching activity, not on a simulated workload.
